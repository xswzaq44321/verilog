--- ./design.v ---
module lab1(
	input clock,
	input reset,
	input [3:0] in,
	output [6:0] out
);
	wire signal;
	reg [3:0] acc;
	sevenDisplay DIS(.data(acc), .out(out));
	clk_div TIMER(.clk(clock), .rst(reset), .div_clk(signal));
	always@ (posedge signal)
	begin
		if(!reset)
		begin
			acc <= 0;
		end
		else
		begin
			acc <= acc + in;
		end
	end
endmodule
module sevenDisplay(
	input[3:0] data,
	output reg[6:0] out
);
	always@(data)
	begin
		case (data)
			4'b0000: out <= 7'b1000000;
			4'b0001: out <= 7'b1111001;
			4'b0010: out <= 7'b0100100;
			4'b0011: out <= 7'b0110000;
			4'b0100: out <= 7'b0011001;
			4'b0101: out <= 7'b0010010;
			4'b0110: out <= 7'b0000010;
			4'b0111: out <= 7'b1111000;
			4'b1000: out <= 7'b0000000;
			4'b1001: out <= 7'b0010000;
			4'b1010: out <= 7'b0001000;
			4'b1011: out <= 7'b0000011;
			4'b1100: out <= 7'b1000110;
			4'b1101: out <= 7'b0100001;
			4'b1110: out <= 7'b0000110;
			4'b1111: out <= 7'b0001110;
		endcase
	end
endmodule
module clk_div(
	input clk, 
	input rst,
	output reg div_clk
);
	reg [31:0] count;
	always@(posedge clk)
	begin
		if(!rst)
		begin
			count <= 32'd0;
			div_clk <= 1'b0;
		end
		if(count == 32'd25000000)
		begin
			count <= 32'd0;
			div_clk <= ~div_clk;
		end
		else
		begin
			count <= count + 32'd1;
		end
	end
endmodule
--- ./run.sh ---
#!/bin/bash
# OpenROAD 26Q1-2900-gdf79404cd8, Yosys 0.63+post, stock flow scripts
make -C /OpenROAD-flow-scripts/flow DESIGN_CONFIG=/design/flow/config.mk WORK_HOME=/design/flow/orfs finish
--- ./config.mk ---
export PLATFORM = sky130hd
export DESIGN_NAME = lab1
export DESIGN_NICKNAME = lab1
export VERILOG_FILES = /design/flow/design.v
export SDC_FILE = /design/flow/constraint.sdc
export NUM_CORES = 4
export LEC_CHECK = 1
export CORE_UTILIZATION = 30
--- ./constraint.sdc ---
current_design lab1

set clk_period 4.9
set clk_io_pct 0.2

create_clock -name clk0 -period $clk_period [get_ports {clock}]

set non_clock_inputs [all_inputs -no_clocks]
set_input_delay [expr $clk_period * $clk_io_pct] -clock clk0 $non_clock_inputs
set_output_delay [expr $clk_period * $clk_io_pct] -clock clk0 [all_outputs]
==> impl_summary.log <==
[flow] final metrics
[metrics] Routed WL: 3800 um
[metrics] Routed met2 length: 1630 um
[metrics] transition at the pin with the smallest max-transition slack: 550 ps
[metrics] number of iterations in the first detailed-routing pass: 6
[metrics] core utilization at floorplan: 31.7%
[metrics] H-tree level count: 2
[metrics] Critical path origin: TIMER.count[0]$_SDFF_PN0_
[metrics] row count: 30
[metrics] post-route cell area: 0.00251 mm2
[metrics] combinational group share of total power: 5.8%
[metrics] switching component of the power: 0.113 mW
[metrics] DR DRC count: 0
[metrics] met3 layer wire length in the routed design: 138 um
[metrics] most common flop cell mapped by yosys: sky130_fd_sc_hd__dfxtp_1
[metrics] number of hold-slack violations in the final timing report: 0
[metrics] syn avg cell area: 9.55 um2
[metrics] max capacitance violation total: 0
[metrics] fill cell total of the finished layout: 704
[metrics] horizontal die size: 87.4 um
[metrics] Synth Cell Area: 0.00219 mm2
[metrics] min-delay worst type: flop to flop
[metrics] nature of the critical path startpoint: flop
[metrics] CTS clock-pin slew for the worst setup and hold paths: 70 ps
[metrics] Crit path required time: 5110 ps
[metrics] maximum count of clock buffers along a single path: 2
[metrics] final total negative setup slack: 0 ps
[metrics] chain of cells forming the critical path: ha_1 > and3_1 > nand4_4 > or4_1 > o211ai_1
[metrics] total count of max-transition violations in the final report: 0
[metrics] IO Count: 13
[metrics] post-CTS resize count: 0
[metrics] number of global-route vias before repair: 1523
[metrics] number of distinct library cell variants in the gate-level netlist after synthesis: 47
[metrics] total inserted antenna cells: 0
[metrics] Remaining Overflow, GRT: 0
[metrics] input/output buffers: 12
[metrics] total CTS buffers: 5
[metrics] proportion of layout cells with a drive suffix above 1: 8.20%
[metrics] area figure in the yosys stat output: 0.00219 mm2
[metrics] die area: 0.00764 mm2
[metrics] RD Place Congestion: 0.837
[metrics] largest driver fanout on the critical path: 10
[metrics] Worst Setup Path Type: flop to flop
[metrics] buffer type at the clock tree root: sky130_fd_sc_hd__clkbuf_8
[metrics] endpoint class of the critical path: flop
[metrics] clock period minus worst slack: 1890 ps
[metrics] data arrival time of the critical path: 2090 ps
[metrics] clock tree from TritonCTS: built
[metrics] WL per Instance: 11.2 um
[metrics] number of instances on the worst hold path: 1
[metrics] endpoints left unconstrained: 18
[metrics] post-synthesis cell count: 229
[metrics] Highest Signal Layer: met4
[metrics] number of register bits inferred by synthesis: 44
[metrics] P_leak: 0.918 nW
[metrics] max_slew headroom: 62.8%
[metrics] detailed-routing wirelength on met1: 1980 um
[metrics] terminus of the critical flop-to-flop path: TIMER.count[22]$_SDFF_PN0_
[metrics] global-route wire length before repair: 6830 um
[metrics] register share after synthesis: 40.7%
[metrics] ys cells: 229
[metrics] yosys synthesis warning count: 3
[metrics] number of antenna-violating nets in the routed design: 0
[metrics] period utilisation layout: 38.5%
[metrics] Skew-Pair Late Insertion Delay: 280 ps
[metrics] antenna violations before repair: 0
[metrics] core footprint: 0.00691 mm2
[metrics] Worst Reg-to-Reg Cells: 5
[metrics] Top cell excl fill/tap: sky130_fd_sc_hd__dfxtp_1
[metrics] layout-stage area growth over the synthesis result: 14.7%
[metrics] DR vias/cell: 4.91
[metrics] Slowest Stage Delay on Critical Path: 500 ps
[metrics] worst setup path endpoint: TIMER.count[22]$_SDFF_PN0_
[metrics] top library cells by usage in the layout, fill and taps aside: sky130_fd_sc_hd__dfxtp_1 (43), sky130_fd_sc_hd__xnor2_1 (19), sky130_fd_sc_hd__nand3_1 (17)
[metrics] clock power share: 46.3%
[metrics] number of synthesized flops with an enable pin: 1
[metrics] R2R Path Start: TIMER.count[0]$_SDFF_PN0_
[metrics] Worst IR Drop VDD: 0.188 mV
[metrics] die height: 87.4 um
[metrics] cts hold-fix bufs: 0
[metrics] pin count of the biggest net entering global routing: 13
[metrics] final cell utilization of the core: 36.3%
[metrics] initial detailed-routing violation count: 47
[metrics] async set-or-reset flop fraction in the synthesized netlist: 0%
[metrics] count of final setup violators: 0
[metrics] global router's overall resource usage: 11.1%
[metrics] maximum clock rate: 530 MHz
[metrics] # Post-CTS Setup Buffers: 0
[metrics] Log Warnings: 32
[metrics] Power Internal: 0.451 mW
[metrics] power density normalized to cell area: 225 mW/mm2
[metrics] result of the run: finished, final reports clean
[metrics] proportion of power drawn by flip-flops and latches: 47.9%
[metrics] CP max-delay cell: sky130_fd_sc_hd__or4_1
[metrics] RSZ-0062 raised after global routing: false
[metrics] number of register pins that no clock reaches: 11
[metrics] HPWL after DPL: 2800 um
[metrics] Net Sw Frac: 20.0%
[metrics] area post-placement: 0.00239 mm2
[metrics] final clock skew: 3.08 ps
[metrics] Worst R2R Setup Slack: 3010 ps
[metrics] overall via count from detail_route: 1671
-- synth_stat cells, types with 3 or more instances --
cell / instances / area (um2)
sky130_fd_sc_hd__o211ai_1: 3 / 22.5
sky130_fd_sc_hd__nand3_1: 17 / 85.1
sky130_fd_sc_hd__a21oi_1: 8 / 40.0
sky130_fd_sc_hd__o21ai_0: 8 / 40.0
sky130_fd_sc_hd__ha_1: 12 / 150
sky130_fd_sc_hd__xnor2_1: 19 / 166
sky130_fd_sc_hd__and4_1: 5 / 43.8
sky130_fd_sc_hd__or3_1: 4 / 25.0
sky130_fd_sc_hd__nor4_1: 3 / 18.8
sky130_fd_sc_hd__or4_1: 4 / 30.0
sky130_fd_sc_hd__nor2_1: 8 / 30.0
sky130_fd_sc_hd__nand4_1: 13 / 81.3
sky130_fd_sc_hd__dfxtp_1: 43 / 861
sky130_fd_sc_hd__o22ai_1: 3 / 18.8
sky130_fd_sc_hd__inv_1: 14 / 52.6
sky130_fd_sc_hd__nand2_1: 11 / 41.3
sky130_fd_sc_hd__nor4b_1: 3 / 26.3
sky130_fd_sc_hd__and3_1: 6 / 37.5
sky130_fd_sc_hd__and2_1: 3 / 18.8
sky130_fd_sc_hd__a211o_1: 3 / 26.3
sky130_fd_sc_hd__xor2_1: 4 / 35.0
sky130_fd_sc_hd__nor3_1: 5 / 25.0
-- layout make-up --
class	count	area, um2	share of cell area, %
Clock buffer	7	86.3	3.44
Clock inverter	1	30.0	1.20
Inverter	14	52.6	2.09
Multi-Input combinational cell	165	1200	47.9
Sequential cell	44	891	35.5
Tap cell	96	120	4.79
Timing Repair Buffer	13	128	5.09
-- registers in the layout (all words and copies together) (netlist names) --
register and flops:
TIMER.count 32, out 7, acc 4, TIMER.div_clk 1
-- worst max-delay path: cells and delay by family (launching register included) --
kind / cells / cell delay (ps)
compound gates: 1 / 100
fa+ha+maj: 1 / 210
flops: 1 / 410
simple gates: 3 / 1090
-- kinds of logic (layout without fill, tap and decap cells) --
family	count (synthesis)	after routing	synth area share (%)
simple gates	94	94	26.5
flops	44	44	40.7
compound gates	34	34	10.4
xor+xnor	23	23	9.21
buf+inv	20	35	4.35
fa+ha+maj	13	13	7.78
mux	1	1	1.03
-- power groups by stage --
stage / Clock, mW / Sequential (mW) / Combinational, mW
global route: 0.285 / 0.270 / 0.0370
CTS: 0.268 / 0.270 / 0.0327
finish: 0.261 / 0.270 / 0.0329
-- stage by stage --
step | std cells | power, mW | hold slack [ps] | setup WS [ps]
after floorplan | 229 | 0.299 | 436 | 3280
after global placement | 332 | 0.309 | 460 | 2830
after detailed placement | 332 | 0.309 | 458 | 2820
after CTS | 340 | 0.571 | 469 | 3020
after global routing | 340 | 0.592 | 488 | 2880
final | 340 | 0.564 | 469 | 3010
-- worst min-delay path by stage --
stage / start / endpoint / slack [ps]
4_1_cts: TIMER.count[31]$_SDFF_PN0_ / TIMER.count[31]$_SDFF_PN0_ / 470
5_1_grt: TIMER.count[31]$_SDFF_PN0_ / TIMER.count[31]$_SDFF_PN0_ / 490
6_report: TIMER.count[31]$_SDFF_PN0_ / TIMER.count[31]$_SDFF_PN0_ / 470
-- per-layer routing --
metal | vias to the layer above | track usage, %
li1 | 873 | -
met1 | 758 | 16.3
met2 | 34 | 18.0
met3 | 6 | 1.92
met4 | 0 | 1.04
met5 | - | 0
No activity file was given, so power comes from the tool's default toggle rates.
